==> flow/config.mk <==
export PLATFORM = sky130hd
export DESIGN_NAME = Star_State_Machine
export DESIGN_NICKNAME = Star_State_Machine
export VERILOG_FILES = /design/flow/design.v
export SDC_FILE = /design/flow/constraint.sdc
export NUM_CORES = 4
export LEC_CHECK = 1
export CORE_AREA = 10 10 102 102
export DIE_AREA = 0 0 112 112
==> flow/constraint.sdc <==
current_design Star_State_Machine

set clk_period 2.0
set clk_io_pct 0.2

create_clock -name clk0 -period $clk_period [get_ports {i_clk}]

set non_clock_inputs [all_inputs -no_clocks]
set_input_delay [expr $clk_period * $clk_io_pct] -clock clk0 $non_clock_inputs
set_output_delay [expr $clk_period * $clk_io_pct] -clock clk0 [all_outputs]
==> flow/design.v <==
module Star_State_Machine (
    input i_clk,
    input i_press,
    input i_pull,
    input [1:0] i_grill_pos,
    input [1:0] i_star_pos,
    output [3:0] o_output
);
reg [3:0] r_State;
reg [3:0] r_out;                 
localparam S1 = 4'b0001;         
localparam S2 = 4'b0010;         
localparam S3 = 4'b0011;         
localparam S4 = 4'b0100;         
localparam S5 = 4'b0101;         
localparam S6 = 4'b0110;         
localparam S7 = 4'b0111;         
localparam S8 = 4'b1000;         
localparam S9 = 4'b1001;         
localparam S10 = 4'b1010;        
localparam S11 = 4'b1011;        
localparam S12 = 4'b1100;        
localparam S13 = 4'b1101;        
localparam S14 = 4'b1110;        
assign o_output = r_out;
always @(posedge i_clk) 
begin
    case (r_State)
        S1: r_out<= 4'b0;
        S2: r_out<= 4'b0;
        S3: r_out<= 4'b1000;
        S4: r_out<= 4'b0100;
        S5: r_out<= 4'b0;
        S6: r_out<= 4'b0;
        S7: r_out<= 4'b0010;
        S8: r_out<= 4'b0001;
        S9: r_out<= 4'b0;
        S10: r_out<= 4'b0;
        S11: r_out<= 4'b0100;
        S12: r_out<= 4'b1000;
        S13: r_out<= 4'b0;
        S14: r_out<= 4'b0;
    endcase
    case (r_State)
    S1:
    begin
        if(i_grill_pos == 2'b0 && i_star_pos == 2'b0)
        begin
            r_State <= S2;                               
        end
        else
        if(i_grill_pos == 2'b10 && i_star_pos == 2'b0)
        begin
            r_State <= S5;                               
        end
        else
        if(i_grill_pos == 2'b01 && i_star_pos == 2'b0)
        begin
            r_State <= S6;                               
        end
        else
        if(i_grill_pos == 2'b01 && i_star_pos == 2'b10)
        begin
            r_State <= S9;                               
        end
        else
        if(i_grill_pos == 2'b01 && i_star_pos == 2'b01)
        begin
            r_State <= S10;                              
        end
        else
        if(i_grill_pos == 2'b10 && i_star_pos == 2'b01)
        begin
            r_State <= S13;                              
        end
        else
        if(i_grill_pos == 2'b0 && i_star_pos == 2'b01)
        begin
            r_State <= S14;                              
        end
    end
    S2:
    begin
        if(i_pull == 1'b1 && i_press == 1'b0 && i_grill_pos == 2'b0 && i_star_pos == 2'b0)
        begin
            r_State <= S3;                               
        end
    end
    S3:
    begin
        if(i_pull == 1'b0 && i_grill_pos != 2'b01 && i_star_pos == 2'b0)
        begin
            r_State <= S5;                               
        end
        else
        if(i_pull == 1'b1 && i_press == 1'b0 && i_grill_pos == 2'b01 && i_star_pos == 2'b0)
        begin
            r_State <= S6;                               
        end
    end
    S4:
    begin
        if(i_press == 1'b0 && i_grill_pos != 2'b0 && i_star_pos == 2'b0)
        begin
            r_State <= S5;                               
        end
        else
        if(i_pull == 1'b0 && i_press == 1'b1 && i_grill_pos == 2'b0 && i_star_pos == 2'b0)
        begin
            r_State <= S2;                               
        end
    end
    S5:
    begin
        if(i_pull == 1'b1 && i_press == 1'b0 && i_star_pos == 2'b0)
        begin
            r_State <= S3;                               
        end
        else
        if(i_pull == 1'b0 && i_press == 1'b1 && i_star_pos == 2'b0)
        begin
            r_State <= S4;                               
        end
    end
    S6:
    begin
        if(i_pull == 1'b0 && i_press == 1'b1 && i_grill_pos == 2'b01 && i_star_pos == 2'b0)
        begin
            r_State <= S4;                               
        end
        else
        if(i_pull == 1'b1 && i_press == 1'b0 && i_grill_pos == 2'b01 && i_star_pos == 2'b0)
        begin
            r_State <= S7;                               
        end
    end
    S7:
    begin
        if(i_pull == 1'b0 && i_grill_pos == 2'b01 && i_star_pos != 2'b01)
        begin
            r_State <= S9;                               
        end
        else
        if(i_pull == 1'b1 && i_press == 1'b0 && i_grill_pos == 2'b01 && i_star_pos == 2'b01)
        begin
            r_State <= S10;                              
        end
    end
    S8:
    begin
        if(i_pull == 1'b0 && i_press == 1'b1 && i_grill_pos == 2'b01 && i_star_pos == 2'b0)
        begin
            r_State <= S6;                               
        end
        else
        if(i_press == 1'b0 && i_grill_pos == 2'b01 && i_star_pos != 2'b0)
        begin
            r_State <= S9;                               
        end
    end
    S9:
    begin
        if(i_pull == 1'b0 && i_press == 1'b1 && i_grill_pos == 2'b01)
        begin
            r_State <= S8;                               
        end
        else
        if(i_pull == 1'b1 && i_press == 1'b0 && i_grill_pos == 2'b01)
        begin
            r_State <= S7;                               
        end
    end
    S10:
    begin
        if(i_pull == 1'b0 && i_press == 1'b1 && i_grill_pos == 2'b01 && i_star_pos == 2'b01)
        begin
            r_State <= S8;                               
        end
        else
        if(i_pull == 1'b1 && i_press == 1'b0 && i_grill_pos == 2'b01 && i_star_pos == 2'b01)
        begin
            r_State <= S11;                              
        end
    end
    S11:
    begin
        if(i_pull == 1'b0 && i_grill_pos != 2'b0 && i_star_pos == 2'b01)
        begin
            r_State <= S13;                              
        end
        else
        if(i_pull == 1'b1 && i_press == 1'b0 && i_grill_pos == 2'b0 && i_star_pos == 2'b01)
        begin
            r_State <= S14;                              
        end
    end
    S12:
    begin
        if(i_pull == 1'b0 && i_press == 1'b1 && i_grill_pos == 2'b01 && i_star_pos == 2'b01)
        begin
            r_State <= S10;                              
        end
        else
        if(i_press == 1'b0 && i_grill_pos != 2'b01 && i_star_pos == 2'b01)
        begin
            r_State <= S13;                              
        end
    end
    S13:
    begin
        if(i_pull == 1'b1 && i_press == 1'b0&& i_star_pos == 2'b01)
        begin
            r_State <= S11;                              
        end
        else
        if(i_pull == 1'b0 && i_press == 1'b1 && i_star_pos == 2'b01)
        begin
            r_State <= S12;                              
        end
    end
    S14:
    begin
        if(i_pull == 1'b0 && i_press == 1'b1 && i_grill_pos == 2'b0 && i_star_pos == 2'b01)
        begin
            r_State <= S12;
        end
    end  
    endcase
end
endmodule
==> flow/run.sh <==
#!/bin/bash
# OpenROAD 26Q1-2900-gdf79404cd8, Yosys 0.63+post, stock flow scripts
make -C /OpenROAD-flow-scripts/flow DESIGN_CONFIG=/design/flow/config.mk WORK_HOME=/design/flow/orfs finish
==> impl_results.rst <==
Run summary
-----------

.. list-table::
   :header-rows: 1

   * - Metric
     - Value
   * - Total congestion overflow after global routing
     - 0
   * - Register bit count reported by yosys
     - 17
   * - Data arrival at the endpoint of the critical path
     - 1.85 ns
   * - CP Data Required Time
     - 2.20 ns
   * - Area growth from synthesis to layout
     - 27.6%
   * - YS chip area
     - ~960 sq um
   * - Placer congestion estimate
     - 0.848
   * - # clock sinks
     - 17
   * - Number of inserted diodes
     - 0
   * - FFs w/ async S/R, synth
     - 0
   * - Number of nets with antenna violations after detailed routing
     - 0
   * - Average footprint of a synthesized cell
     - ~9.3 sq um
   * - Post-synthesis cell count
     - between 100 and 150
   * - Critical Setup Path Class
     - input port to flip-flop
   * - Maximum level of the CTS H-tree
     - 1
   * - Synthesized cell area
     - 957 sq um
   * - Post-route clock period utilization
     - 0.824
   * - Stage-log warning count
     - 25
   * - Iter 0 DRT Violations
     - 131
   * - Core area
     - 8220 sq um
   * - Most frequent cells in the layout
     - dfxtp_1, clkdlybuf4s50_1, a21oi_1, o31ai_1, o21ai_1
   * - Power density over cell area
     - between 800 and 900 nW/um^2
   * - Post-layout worst setup margin
     - 0.352 ns
   * - Die height
     - 112 microns
   * - Post-CTS clock slew at the launch and capture registers of the worst setup and hold paths
     - 0.07 ns
   * - Insertion delay to the later sink of the worst-skew pair
     - about 0.25 ns
   * - Timing-limited maximum frequency
     - 607 MHz
   * - Post-synthesis cell type with the largest combined area
     - dfxtp_1
   * - First-pass GRT wire length
     - 4060 microns
   * - Number of setup buffers added after CTS
     - 0
   * - I/O pins
     - 11
   * - Worst r2r path cells
     - 3
   * - Worst vdd ir
     - 352 uV
   * - Clock root buffer
     - clkbuf_8
   * - Detailed placement HPWL
     - roughly 1800 microns
   * - Worst hold stages
     - 2
   * - Count of library flops with an enable pin
     - 4
   * - Detailed-route wire length
     - about 2400 microns
   * - Number of clock buffers inserted by TritonCTS
     - 3
   * - Top cells by area
     - dfxtp_1, edfxtp_1, o31ai_1
   * - Gates resized, CTS repair
     - 0
   * - CP cell instances
     - clkdlybuf4s50_1 -> xnor2_1 -> o21ai_1 -> a21bo_1
   * - Crit-path leading delay family
     - XOR/XNOR gates
   * - Ys Warns
     - 1
   * - Layout cell share with drive strength beyond 1
     - 0.113
   * - Initial antenna violation count
     - 0
   * - Unrepaired setup endpoints after global routing
     - no
   * - Biggest fanout along the worst timing path
     - 9
   * - Worst setup SP type
     - input port
   * - Core Density at Floorplan
     - 0.116
   * - Die Footprint
     - 12500 sq um
   * - Critical Path Max Stage Delay
     - between 0.5 and 0.6 ns
   * - Maximum number of pins on one net before global-route repair
     - 13
   * - Part of the Yosys area used for sequential elements
     - 0.397
   * - Min-delay worst type
     - flip-flop to flip-flop
   * - Count of buffer and inverter cells on the critical path
     - 1
   * - Result of the run
     - finished, final reports clean
   * - Final number of max-transition violations
     - 0
   * - Tightest Pin Transition
     - approximately 0.60 ns
   * - Cells in synth_stat.txt
     - approximately 100
   * - Mean number of vias per cell
     - 3.89
   * - Clock tree from TritonCTS
     - yes
   * - Total global-route track usage
     - 0.0376
   * - Shortest period the worst path allows
     - 1.65 ns
   * - Share of Yosys cell area claimed by the top area cell type
     - 0.272
   * - Cell count along the critical path
     - 4
   * - Worst-path cell with the longest stage delay
     - xnor2_1
   * - Worst slew slack as a fraction of its limit
     - 0.600
   * - Primary flip-flop cell chosen by synthesis mapping
     - dfxtp_1
   * - Synth cell types
     - around 41
   * - Maximum root-to-sink buffer count
     - 2
   * - Average wire per standard cell
     - between 10 and 15 microns
   * - Die W
     - 112 microns
   * - Final-report hold violation count
     - 0
   * - Number of failing setup endpoints in the final timing report
     - 0
   * - Total Negative Setup Slacks
     - 0 ns
   * - Worst clock skew on the final layout
     - 0.00585 ns
   * - Setup WS pre-CTS
     - 0.148 ns
   * - Post-CTS Hold Fix Bufs
     - 0
   * - Total vias in the final route
     - 856
   * - Endpoint kind of the worst setup timing path
     - flip-flop
   * - Leakage
     - 0.407 nW
   * - Max-cap violations
     - 0
   * - Number of rows created at floorplan
     - 33
   * - Number of buffers inserted by port buffering
     - 10
   * - Remaining design rule violation count
     - 0
   * - First-pass iteration count of the detailed router
     - 4
   * - Most frequent standard cell in the layout excluding fill and tap cells
     - dfxtp_1
   * - Via count of the first global-routing pass
     - 827
-- power by group --
group | total (W) | internal (W) | switching [W]
combinational | 0.000261 | 0.000147 | 0.000114
clock | 0.000256 | 0.000138 | 0.000118
sequential | 0.000503 | 0.000433 | 0.0000699
-- kinds of logic (layout without fill, tap and decap cells) --
logic type             after synthesis  count (layout)  share of synthesized area
AND-OR/OR-AND                       42              42                      0.312
AND/OR/NAND/NOR                     32              32                      0.212
flip-flops                          17              17                      0.397
buffers and inverters               11              23                     0.0693
XOR/XNOR                             1               1                    0.00915
-- Yosys cell counts (2+ instances only) --
library cell and count:
dfxtp_1 13, a21oi_1 8, o31ai_1 8, o21ai_1 6, nor2_1 5, and2b_1 4, edfxtp_1 4, inv_1 4
nand2b_1 4, a22oi_1 3, nand2_1 3, o211ai_1 3, a2bb2oi_1 2, buf_2 2, buf_4 2, buf_6 2
nand3_1 2, nor3_1 2, nor4_1 2, o311ai_1 2, o31a_1 2
-- routing by layer --
metal / track usage / vias to the layer above / part of all wire
met5: 0 / - / 0
met4: 0.00508 / 0 / 0.017
met3: 0.0109 / 5 / 0.079
met2: 0.0482 / 40 / 0.36
met1: 0.0602 / 387 / 0.54
li1: - / 424 / -
-- worst register-to-register path: cells and delay by family, from the launching register on --
| family | cells | cell delay, ns |
|---|---|---|
| DFF | 1 | 0.33 |
| and+or+nand+nor | 3 | 0.69 |
-- registers in the layout (all words and copies together) (netlist names) --
| name | cells |
|---|---|
| r_State | 13 |
| r_out | 4 |
-- cell type report --
class	instances	area [sq um]
clock inverters	1	5.00
flip-flops and latches	17	380
inverters	4	15.0
multi-input cells	75	510
clock buffers	3	41.3
fillers	905	7000
repair buffers	15	138
well taps	105	131
-- stage by stage --
step / utilization / total power, W / instances / hold slack, ns / cell area, sq um
global placement: 0.143 / 0.000772 / 216 / 0.494 / 1170
finish: 0.149 / 0.00102 / 220 / 0.502 / 1220
global route: 0.149 / 0.00109 / 220 / 0.530 / 1220
CTS: 0.149 / 0.00103 / 220 / 0.498 / 1220
floorplan: - / 0.000647 / 103 / 0.460 / 957
detailed placement: 0.143 / 0.000772 / 216 / 0.487 / 1170
-- path summary, 6_finish.rpt --
check	slack (ns)	end	startpoint
min	0.50	r_State[11]$_DFF_P_	r_State[11]$_DFF_P_
min reg2reg	0.50	r_State[11]$_DFF_P_	r_State[11]$_DFF_P_
max reg2reg	0.70	r_out[2]$_DFFE_PP_	r_State[8]$_DFF_P_
max	0.35	r_State[9]$_DFF_P_	i_pull
No activity file was given, so power comes from the tool's default toggle rates.
