==> flow/design.v <==
module stepper_driver (
    input i_clk,
    input [3:0] i_control,
    output [3:0] o_Motor,
    output [1:0] o_pos,
);
localparam Ts = 1;
parameter  p_count_limit = 100;
localparam S1 = 3'b001;
localparam S2 = 3'b010;
localparam S3 = 3'b011;
localparam S4 = 3'b100;
reg [7:0] r_counter =0;
reg [3:0] r_State = S1;
reg [3:0] r_out;
reg [1:0] r_pos;
reg r_dir;
reg r_en;
assign o_Motor = r_out;
assign o_pos = r_pos;
always @(posedge i_clk) 
begin
    if(r_counter == 0)
    begin
        r_pos <= 2'b00;
    end
    else
    if(r_counter == p_count_limit)
    begin
        r_pos <= 2'b01;
    end
    else
    begin
        r_pos <= 2'b10;
    end
    if(i_control[2] == 1'b1 && i_control[3] == 1'b0 )
    begin
        r_dir <=1'b1;          
		if(r_counter < p_count_limit-1)
		begin
        r_en <= 1'b1;
		end
		else
		begin
		r_en <= 1'b0;
		end
    end
    else
    if (i_control[2] == 1'b0 && i_control[3] == 1'b1) 
    begin
        r_dir <=1'b0;          
        if(r_counter > 1)
		begin
        r_en <= 1'b1;
		end
		else
		begin
		r_en <= 1'b0;
		end
    end
	else
	begin
	r_en <=0;
	end
    case (r_State)
        S1: r_out <= 4'b1100;
        S2: r_out <= 4'b0110;
        S3: r_out <= 4'b0011;
        S4: r_out <= 4'b1001;
    endcase
    case (r_State)
        S1:
        begin
            if(r_dir == 1'b1 && r_en == 1'b1)
            begin
                r_State <=S2;
                r_counter <= r_counter +1;
            end
            else
            if(r_dir == 1'b0 && r_en == 1'b1)
            begin
                r_State <=S4;
                r_counter <= r_counter -1;
            end
        end
        S2:
        begin
            if(r_dir == 1'b1 && r_en == 1'b1)
            begin
                r_State <=S3;
                r_counter <= r_counter +1;
            end
            else
            if(r_dir == 1'b0 && r_en == 1'b1)
            begin
                r_State <=S1;
                r_counter <= r_counter -1;
            end
        end
        S3:
        begin
            if(r_dir == 1'b1 && r_en == 1'b1)
            begin
                r_State <=S4;
                r_counter <= r_counter +1;
            end
            else
            if(r_dir == 1'b0 && r_en == 1'b1)
            begin
                r_State <=S2;
                r_counter <= r_counter -1;
            end
        end
        S4:
        begin
            if(r_dir == 1'b1 && r_en == 1'b1)
            begin
                r_State <=S1;
                r_counter <= r_counter +1;
            end
            else
            if(r_dir == 1'b0 && r_en == 1'b1)
            begin
                r_State =S3;
                r_counter <= r_counter -1;
            end
        end    
    endcase
end
endmodule
==> flow/run.sh <==
#!/bin/bash
# OpenROAD 26Q1-2900-gdf79404cd8, Yosys 0.63+post, stock flow scripts
make -C /OpenROAD-flow-scripts/flow DESIGN_CONFIG=/design/flow/config.mk WORK_HOME=/design/flow/orfs finish
==> flow/config.mk <==
export PLATFORM = sky130hd
export DESIGN_NAME = stepper_driver
export DESIGN_NICKNAME = stepper_driver
export VERILOG_FILES = /design/flow/design.v
export SDC_FILE = /design/flow/constraint.sdc
export NUM_CORES = 4
export LEC_CHECK = 1
export CORE_AREA = 10 10 104 104
export DIE_AREA = 0 0 114 114
==> flow/constraint.sdc <==
current_design stepper_driver

set clk_period 2.1
set clk_io_pct 0.2

create_clock -name clk0 -period $clk_period [get_ports {i_clk}]

set non_clock_inputs [all_inputs -no_clocks]
set_input_delay [expr $clk_period * $clk_io_pct] -clock clk0 $non_clock_inputs
set_output_delay [expr $clk_period * $clk_io_pct] -clock clk0 [all_outputs]
==> run summary <==
Synthesis and PnR results.

- The maximum achievable frequency reads 567 MHz.
- Per the synthesis report, the dominant area consumer among library cells is sky130_fd_sc_hd__edfxtp_1.
- Before CTS, the worst setup slack after placement is 341 ps.
- The area of the core region reads 8680 um^2.
- Before placement the cells fill 11.3% of the core.
- The max-slew violation total from the final report reads 0.
- The post-synthesis chip area from yosys reads 980 um^2.
- For this block, the initial DRC count from the detailed router was 41.
- The tightest slew margin relative to the limit is 62.4%.
- The final antenna-violating net count is 0.
- The biggest fanout along the worst timing path reads 8.
- The first-pass iteration count of the detailed router reads 4.
- The run finished with clean final reports.
- The TritonCTS clock tree reads done.
- The static leakage power is 0.000400 uW.
- The share of power burned in combinational logic reads 10.5%.
- The final wirelength is 1660 um.
- After synthesis, the cell types taking the most area are sky130_fd_sc_hd__edfxtp_1 (46%), sky130_fd_sc_hd__dfxtp_1 (8.2%), sky130_fd_sc_hd__xnor2_1 (5.4%).
- The data arrival at the endpoint of the critical path is 1670 ps.
- The worst setup slack after layout is 337 ps.
- The number of warnings reported in the stage logs is 30.
- The initial antenna violation count reads 0.
- The clock latency at the later pin of the worst-skew pair is 260 ps.
- CTS built an H-tree with a depth of 1.
- The number of clock buffers added by TritonCTS is 3.
- The number of diodes added for antenna fixing reads 0.
- The total congestion overflow reads 0.
- The number of cell instances on the worst register-to-register path is 3.
- The largest buffer count on any clock path reads 2.
- The startpoint of the worst register-to-register path is r_State[0].
- The endpoint of the worst hold path is r_dir.
- By instance count after routing, the leading logic cell types are sky130_fd_sc_hd__edfxtp_1 (15), sky130_fd_sc_hd__clkdlybuf4s50_1 (8), sky130_fd_sc_hd__inv_1 (7), sky130_fd_sc_hd__xnor2_1 (6).
- The number of warning messages in the yosys log is 1.
- The clock-pin slew on the worst setup and hold paths is 70 ps.
- The final timing report derives a shortest allowable period of 1760 ps.
- The smallest hold slack is 592 ps.
- Synthesis handed over a netlist of 83 instances.
- The areal power density over the cells reads 648 nW/um^2.
- The switching share of total power is 22.7%.
- The internal power component is 613 uW.
- OpenROAD reports that the post-layout worst path occupies 83.9% of the period.
- The kind of capture point of the worst setup path reads a register.
- The most common cell after layout, fill and taps aside is sky130_fd_sc_hd__edfxtp_1.
- The cell row count reads 34.
- The post-CTS setup-driven buffer insertion count reads 0.
- The post-synth design cell area reads 980 um^2.
- The largest net degree at the start of global routing reads 11.
- The total number of vias is 629.
- The number of gates given a new drive strength after cts is 0.
- The path class of the tightest hold or removal check is register to register.
- Setup repair after global routing left no endpoint under its margin.
- The netlist uses 32 different library cells.
- The final tally of hold violations reads 0.
- The critical path class is register to register.
- The area of the die is 13000 um^2.
- The data required time of the critical path reads 2010 ps.
- The number of global-route vias before repair reads 588.
- The detailed placement HPWL reads 1280 um.
- The share of final-layout standard cells stronger than drive strength 1 reads 6.45%.
- The vertical die dimension reads 114 um.
- The post-route setup TNS reads 0 ps.
- The nature of the critical path startpoint reads a register.
- Per report_power, the clock group accounts for 31.7% of the total.
- The synthesized flop and latch total is 19.
- The cell count in the Yosys report reads 83.
- The number of maximum-capacitance violations recorded for the run is 0.
- The combined global-route utilization of all metal layers reads 2.65%.
- The number of instances in the placed design is 197.
- TritonCTS reports the number of clock sinks as 19.
- The pin closest to its max-slew limit shows a slew of 560 ps.
- The flow measured a signed area growth from synthesis to layout of 24.9%.
- IR analysis of the VDD net gives a maximum drop of 0.165 mV.
- The count of cells along the worst hold path is 2.
- Dividing the synthesized area by the synthesized cell count gives 11.8 um^2.
- The routed wire length per instance reads 8.27 um.
- The clock root buffer reads sky130_fd_sc_hd__clkbuf_8.
- The final number of setup-violating endpoints is 0.
- The switching component of the power reads 180 uW.
- The script parses the final routing iteration and logs DRC violations as 0.
- The overall power of the completed layout reads 793 uW.
- The number of non-filler instances in the completed layout is 201.
- The global-route wire length before repair reads 2800 um.
- Measured along the x axis, the die boundary spans 114 um.
- The largest clock skew in the final design is 7.58 ps.
- The share of the synthesized area in the top cell type is 46.0%.
- The critical register-to-register path endpoint is r_counter[6].
- The setup slack of the most critical reg-to-reg path is 340 ps.
- The hold buffer count at cts is 0.
- The global placement routability congestion is 0.764.
- The launch point of the worst hold path is r_dir.
- The average via count per standard cell reads 3.13.
- The count of buffers added on input and output ports is 8.
- The number of top-level pins reads 11.
- The share of power burned in registers reads 57.8%.
- The share of the yosys chip area belonging to registers reads 54.2%.
==> per-layer routing <==
layer,vias up,share of wire [%],global-route usage [%]
li1,315,-,-
met1,301,49,3.48
met2,11,39,3.72
met3,2,10,1.59
met4,0,0.96,0.418
met5,-,0,0
==> stage by stage <==
| stage | cell area (um^2) | utilization (%) |
|---|---|---|
| after global routing | 1220 | 14.1 |
| after floorplan | 980 | - |
| after global placement | 1180 | 13.6 |
| final | 1220 | 14.1 |
| after CTS | 1220 | 14.1 |
| after detailed placement | 1180 | 13.6 |
==> logic make-up (layout without fill, tap and decap cells) <==
| logic type | Yosys count | count (layout) | synth area share, % |
|---|---|---|---|
| flip-flops | 19 | 19 | 54.2 |
| XOR/XNOR | 9 | 9 | 8.05 |
| AND-OR/OR-AND | 15 | 15 | 10.6 |
| buffers and inverters | 9 | 19 | 4.34 |
| AND/OR/NAND/NOR | 25 | 25 | 15.7 |
| multiplexers | 2 | 2 | 2.04 |
| adder cells (fa/ha/maj) | 4 | 4 | 5.11 |
==> final cells by class <==
cell class | instances | area [um^2]
tap | 108 | 135
sequential | 19 | 531
fill | 995 | 7450
timing repair buffer | 8 | 80.1
inverter | 7 | 26.3
clock buffer | 4 | 45.0
multi-input combinational | 55 | 407
==> state kept, by name (all words and copies together), names as in the netlist <==
name	flops
r_State	3
r_counter	8
r_dir	1
r_en	1
r_out	4
r_pos	2
==> cell usage after synthesis <==
cell type	instances
sky130_fd_sc_hd__a211o_1	1
sky130_fd_sc_hd__a211oi_1	1
sky130_fd_sc_hd__a21oi_1	2
sky130_fd_sc_hd__a22o_1	1
sky130_fd_sc_hd__a32o_1	1
sky130_fd_sc_hd__and2_1	4
sky130_fd_sc_hd__and3_1	1
sky130_fd_sc_hd__buf_2	1
sky130_fd_sc_hd__buf_6	1
sky130_fd_sc_hd__dfxtp_1	4
sky130_fd_sc_hd__edfxtp_1	15
sky130_fd_sc_hd__ha_1	4
sky130_fd_sc_hd__inv_1	7
sky130_fd_sc_hd__mux2i_1	2
sky130_fd_sc_hd__nand2_1	4
sky130_fd_sc_hd__nand2b_1	1
sky130_fd_sc_hd__nand3_1	2
sky130_fd_sc_hd__nand4_1	1
sky130_fd_sc_hd__nor2_1	3
sky130_fd_sc_hd__nor2b_1	2
sky130_fd_sc_hd__nor3_1	3
sky130_fd_sc_hd__nor4_1	1
sky130_fd_sc_hd__nor4_4	1
sky130_fd_sc_hd__o21ai_0	4
sky130_fd_sc_hd__o21ai_1	2
sky130_fd_sc_hd__o21bai_1	1
sky130_fd_sc_hd__o22ai_2	1
sky130_fd_sc_hd__o2bb2ai_1	1
sky130_fd_sc_hd__or2b_1	1
sky130_fd_sc_hd__or3_4	1
sky130_fd_sc_hd__xnor2_1	6
sky130_fd_sc_hd__xor2_1	3
==> power by group through the flow <==
stage | combinational [uW] | clock [uW] | sequential [uW]
4_1_cts | 84.4 | 260 | 458
5_1_grt | 94.4 | 277 | 463
6_report | 83.5 | 252 | 458
==> worst max-delay path by stage <==
stage	start	to	cells past startpoint
after CTS	r_State[0]	r_counter[6]	3
after global routing	r_State[0]	r_counter[6]	3
final	r_State[0]	r_counter[6]	3
==> worst max-delay path, cell delays in order, from the launching register on <==
cell and delay [ps]:
sky130_fd_sc_hd__edfxtp_1 410, sky130_fd_sc_hd__nor2_1 80, sky130_fd_sc_hd__xnor2_1 460, sky130_fd_sc_hd__and2_1 470
No activity file was given, so power comes from the tool's default toggle rates.
