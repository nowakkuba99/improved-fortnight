$ cat flow/design.v
module key_pad (
    input i_clk,
    output [2:0] o_col,
    input [3:0] i_row,
    output [3:0] o_digit
);
reg [3:0] r_out = 4'b1111;
reg [3:0] r_col;
reg [17:0] r_count;
assign o_digit = r_out;
assign o_col = r_col;
always @(posedge i_clk)
begin
			if (r_count == 18'b1100001101010000) begin
				r_col <= 3'b011;
				r_count <= r_count + 1'b1;
			end
			else if(r_count == 18'b1100001101011010) begin
				if (i_row == 4'b0111) begin
					r_out <= 4'b0001;		 
				end
				else if(i_row == 4'b1011) begin
					r_out <= 4'b0100; 		 
				end
				else if(i_row == 4'b1101) begin
					r_out <= 4'b0111; 		 
				end
				else if(i_row == 4'b1110) begin
					r_out <= 4'b1010; 		 
				end
				r_count <= r_count + 1'b1;
			end
			else if(r_count == 18'b11000011010100000) begin
				r_col<= 3'b101;
				r_count <= r_count + 1'b1;
			end
			else if(r_count == 18'b11000011010101010) begin
				if (i_row == 4'b0111) begin
					r_out <= 4'b0010; 		 
				end
				else if(i_row == 4'b1011) begin
					r_out <= 4'b0101; 		 
				end
				else if(i_row == 4'b1101) begin
					r_out <= 4'b1000; 		 
				end
				else if(i_row == 4'b1110) begin
					r_out <= 4'b0000; 		 
				end
				r_count <= r_count + 1'b1;
			end
			else if(r_count == 18'b100100100111110000) begin
				r_col<= 3'b110;
				r_count <= r_count + 1'b1;
			end
			else if(r_count == 18'b100100100111111010) begin
				if(i_row == 4'b0111) begin
					r_out <= 4'b0011; 		 
				end
				else if(i_row == 4'b1011) begin
					r_out <= 4'b0110; 		 
				end
				else if(i_row == 4'b1101) begin
					r_out <= 4'b1001; 		 
				end
				else if(i_row == 4'b1110) begin
					r_out <= 4'b1011; 		 
				end
				r_count <= 18'b000000000000000000;
				r_out <= 4'b1111;
			end
			else begin
				r_count <= r_count + 1'b1;
			end
end 
endmodule
$ cat flow/run.sh
#!/bin/bash
# OpenROAD 26Q1-2900-gdf79404cd8, Yosys 0.63+post, stock flow scripts
make -C /OpenROAD-flow-scripts/flow DESIGN_CONFIG=/design/flow/config.mk WORK_HOME=/design/flow/orfs finish
$ cat flow/config.mk
export PLATFORM = sky130hd
export DESIGN_NAME = key_pad
export DESIGN_NICKNAME = key_pad
export VERILOG_FILES = /design/flow/design.v
export SDC_FILE = /design/flow/constraint.sdc
export NUM_CORES = 4
export LEC_CHECK = 1
export CORE_AREA = 10 10 92 92
export DIE_AREA = 0 0 102 102
$ cat flow/constraint.sdc
current_design key_pad

set clk_period 2.6
set clk_io_pct 0.2

create_clock -name clk0 -period $clk_period [get_ports {i_clk}]

set non_clock_inputs [all_inputs -no_clocks]
set_input_delay [expr $clk_period * $clk_io_pct] -clock clk0 $non_clock_inputs
set_output_delay [expr $clk_period * $clk_io_pct] -clock clk0 [all_outputs]
==> report_table.html <==
<p>Metrics extracted from the flow reports.</p>
<table>
<tr><th>Metric</th><th>Value</th></tr>
<tr><th colspan="2">Route</th></tr>
<tr><td>Drc violations</td><td>0</td></tr>
<tr><td>Number of detailed-routing iterations run before antenna repair</td><td>4</td></tr>
<tr><td>Diode count</td><td>0</td></tr>
<tr><td>Count of routing violations after the opening detailed-route iteration</td><td>70</td></tr>
<tr><td>Vias post-DR</td><td>~980</td></tr>
<tr><td>Average detailed-routed wire length per instance</td><td>approximately 11 um</td></tr>
<tr><td>Post-route antenna net violation count</td><td>0</td></tr>
<tr><td>Total wirelength of the detailed-routed design</td><td>2.457 mm</td></tr>
<tr><td>Vias per cell</td><td>4.294</td></tr>
<tr><th colspan="2">Worst setup path</th></tr>
<tr><td>Element type at the critical path start</td><td>flip-flop</td></tr>
<tr><td>Ordered cell list for the critical path</td><td>or4b_4, nor4_4, and2_4, nor2_1, o22ai_1</td></tr>
<tr><td>R2r worst-path depth</td><td>5</td></tr>
<tr><td>Critical Setup Path Class</td><td>flip-flop to flip-flop</td></tr>
<tr><td>Maximum cell stage delay along the critical path</td><td>between 0.5 and 0.6 ns</td></tr>
<tr><td>Destination of the critical timing path</td><td>r_out[2]$_DFFE_PP_</td></tr>
<tr><td>Slack of the worst reg-to-reg path</td><td>roughly 0.41 ns</td></tr>
<tr><td>Crit end category</td><td>flip-flop</td></tr>
<tr><td>Slowest cell on the critical path</td><td>or4b_4</td></tr>
<tr><td>Origin of the worst setup path</td><td>r_count[8]$_DFF_P_</td></tr>
<tr><td>Worst EP arrival</td><td>2.12 ns</td></tr>
<tr><td>Required time at the endpoint of the critical path</td><td>between 2 and 3 ns</td></tr>
<tr><td>RR Startpoint</td><td>r_count[8]$_DFF_P_</td></tr>
<tr><td>Critical path peak fanout</td><td>7</td></tr>
<tr><td>Endpoint of the lowest-slack register-to-register path</td><td>r_out[2]$_DFFE_PP_</td></tr>
<tr><th colspan="2">Logic synthesis</th></tr>
<tr><td>Dominant synthesized flop cell</td><td>dfxtp_1</td></tr>
<tr><td>Proportion of register bits with asynchronous set or reset after synthesis</td><td>0%</td></tr>
<tr><td>Count of library flops with an enable pin</td><td>4</td></tr>
<tr><td>YS chip area</td><td>roughly 1300 um2</td></tr>
<tr><td>Proportion of synthesized chip area in sequential cells</td><td>a little over two fifths</td></tr>
<tr><td>Post-synthesis cell count from yosys</td><td>between 100 and 150</td></tr>
<tr><td>Synth unique cells</td><td>38</td></tr>
<tr><td>Post-synthesis instance area</td><td>approximately 1300 um2</td></tr>
<tr><td>Top area cell types</td><td>dfxtp_1, edfxtp_1, xnor2_1</td></tr>
<tr><td>Post-synth regs</td><td>25</td></tr>
<tr><td>Gate count of the mapped netlist</td><td>about 140</td></tr>
<tr><td>Library cell occupying the most area in the post-synthesis netlist</td><td>dfxtp_1</td></tr>
<tr><td>Syn avg cell area</td><td>9.320 um2</td></tr>
<tr><td>Synth Warn #</td><td>1</td></tr>
<tr><td>Share of Yosys cell area claimed by the top area cell type</td><td>33.17%</td></tr>
<tr><th colspan="2">Power and ir drop</th></tr>
<tr><td>Leakage power</td><td>0.5019 nW</td></tr>
<tr><td>Total power density per cell area</td><td>around 430 nW/um2</td></tr>
<tr><td>Peak ir drop on the vdd network</td><td>0.1542 mV</td></tr>
<tr><th colspan="2">CTS</th></tr>
<tr><td>Clock Pin Slew Worst Setup and Hold Paths</td><td>approximately 0.09 ns</td></tr>
<tr><td>Hold buffer count at cts</td><td>0</td></tr>
<tr><td>CTS tree</td><td>built</td></tr>
<tr><td>Buffer cell driving the clock tree root</td><td>clkbuf_8</td></tr>
<tr><td>Buffer count from post-CTS setup fixing</td><td>0</td></tr>
<tr><td>Post-CTS sizing</td><td>0</td></tr>
<tr><td>Number of H-tree levels</td><td>1</td></tr>
<tr><td>Maximum root-to-sink buffer count</td><td>2</td></tr>
<tr><td>Worst skew pair latency</td><td>0.27 ns</td></tr>
<tr><td>Number of buffers created by CTS</td><td>3</td></tr>
<tr><td>CTS Sinks</td><td>25</td></tr>
<tr><th colspan="2">STA</th></tr>
<tr><td>Final period utilization</td><td>a little over four fifths</td></tr>
<tr><td>Min Clock Period, post-route</td><td>2.185 ns</td></tr>
<tr><td>Count of pins over their slew limit</td><td>0</td></tr>
<tr><td>Final Setup Violations</td><td>0</td></tr>
<tr><td>Count of endpoints failing hold in the final timing report</td><td>0</td></tr>
<tr><td>Slew at the pin with the worst max-slew slack</td><td>0.4240 ns</td></tr>
<tr><td>Fin Clk Skew</td><td>approximately 0.0026 ns</td></tr>
<tr><td>F_max</td><td>around 460 MHz</td></tr>
<tr><td>Max transition margin</td><td>a little under three quarters</td></tr>
<tr><td>Setup TNS after final layout</td><td>0 ns</td></tr>
<tr><td>Setup repair after global routing missed its margin</td><td>no</td></tr>
<tr><th colspan="2">GRT</th></tr>
<tr><td>Total overflow reported by the global router</td><td>0</td></tr>
<tr><td>Global router's overall resource usage</td><td>under 10%</td></tr>
<tr><td>Pin count of the biggest net entering global routing</td><td>16</td></tr>
<tr><td>Via count of the first global-routing pass</td><td>approximately 960</td></tr>
<tr><td>Antenna violations before repair</td><td>0</td></tr>
<tr><td>First-pass GRT wire length</td><td>around 4.3 mm</td></tr>
<tr><th colspan="2">Place</th></tr>
<tr><td>Final RePlAce weighted congestion</td><td>0.8657</td></tr>
<tr><td>Number of buffers added on ports</td><td>11</td></tr>
<tr><td>DP Wirelength</td><td>between 1.5 and 2 mm</td></tr>
<tr><td>Placement-stage cell area</td><td>roughly 1500 um2</td></tr>
<tr><th colspan="2">Status</th></tr>
<tr><td>Status</td><td>finished, final reports clean</td></tr>
<tr><th colspan="2">Die</th></tr>
<tr><td>Number of ports placed on the die boundary</td><td>12</td></tr>
<tr><td>Die width</td><td>just over 100 um</td></tr>
<tr><td>Rows</td><td>29</td></tr>
<tr><td>Floorplan-stage core utilization</td><td>19.62%</td></tr>
<tr><td>Vert. Die Dim</td><td>102 um</td></tr>
<tr><td>Core Region</td><td>between 6000 and 7000 um2</td></tr>
<tr><td>Chip area</td><td>10400 um2</td></tr>
<tr><th colspan="2">Layout</th></tr>
<tr><td>Share of cells above drive strength 1</td><td>a little under a tenth</td></tr>
<tr><td>Number of fill cells in the layout</td><td>around 680</td></tr>
<tr><td>Cell area after layout</td><td>between 1500 and 2000 um2</td></tr>
<tr><td>Synth-to-layout area growth</td><td>20.43%</td></tr>
<tr><th colspan="2">Job</th></tr>
<tr><td>Count of warning messages emitted by the tools</td><td>27</td></tr>
<tr><td>Max Cap Violations</td><td>0</td></tr>
<tr><th colspan="2">Worst hold path</th></tr>
<tr><td>Min-Delay Path Class</td><td>flip-flop to flip-flop</td></tr>
</table>
## synth_stat cells (2+ instances only)
master	count
nor3b_1	2
ha_1	3
nor2_1	22
edfxtp_1	4
nand3_1	5
xnor2_1	10
nand2_1	11
inv_1	4
nor4_1	4
nand4_1	5
a21oi_1	3
nand4b_1	4
dfxtp_1	21
o21ai_0	6
o22ai_1	2
or3_1	2
xor2_1	6
or4b_4	2
## final cells by class
type	count	area [um2]	share of cell area [%]
Timing Repair Buffer	13	125.1	8.197
Inverter	4	15.01	0.9836
Tap cell	77	96.34	6.311
Clock buffer	3	41.29	2.705
Clock inverter	1	7.507	0.4918
Sequential cell	25	540.5	35.41
Multi-Input combinational cell	105	700.7	45.90
## state kept, by name (all words and copies together) (netlist names)
| name | cells |
|---|---|
| r_out | 4 |
| r_col | 3 |
| r_count | 18 |
## cells in the final DEF, fill, tap and decap left out, types with 2 or more instances in the layout
cell | Yosys | layout
inv_1 | 4 | 4
dfxtp_1 | 21 | 21
nand4_1 | 5 | 5
o22ai_1 | 2 | 2
o21ai_0 | 6 | 6
xor2_1 | 6 | 6
or3_1 | 2 | 2
nand3_1 | 5 | 5
nand4b_1 | 4 | 4
xnor2_1 | 10 | 10
edfxtp_1 | 4 | 4
clkbuf_8 | 0 | 3
buf_4 | 1 | 2
nand2_1 | 11 | 11
clkdlybuf4s50_1 | 0 | 11
nor3b_1 | 2 | 2
nor2_1 | 22 | 22
or4b_4 | 2 | 2
ha_1 | 3 | 3
a21oi_1 | 3 | 3
nor4_1 | 4 | 4
## report_power, final
group	internal, mW	leakage, nW	switching (mW)
Sequential	0.395	0.210	0.000614
Combinational	0.0166	0.270	0.0116
Clock	0.108	0.0217	0.122
## worst min-delay path by stage
stage,cells past startpoint,end,start
after CTS,1,r_count[0]$_DFF_P_,r_count[0]$_DFF_P_
after global routing,1,r_count[0]$_DFF_P_,r_count[0]$_DFF_P_
final,1,r_count[0]$_DFF_P_,r_count[0]$_DFF_P_
## logic make-up after synthesis
| kind of cell | after synthesis | share of synthesized area [%] |
|---|---|---|
| and+or+nand+nor | 69 | 31.79 |
| DFF | 25 | 42.65 |
| AOI/OAI and AO/OA | 17 | 9.477 |
| xor gates and xnor gates | 16 | 11.06 |
| buffers and inverters | 6 | 2.073 |
| adders and majority gates | 3 | 2.962 |
## worst max-delay path: cells and delay by family (launching register included)
kind / cells / cell delay (ns)
flops: 1 / 0.38
simple gates: 4 / 1.18
compound gates: 1 / 0.30
## layer usage
metal	global-route usage [%]	part of all wire [%]
met5	0	0
met1	6.723	50
met4	0.9761	2.0
met2	7.654	42
met3	1.500	5.8
## metrics by stage
step                      instances  hold WS (ns)  setup slack, ns  power, mW  utilization [%]
after floorplan                 136        0.4313           0.5802     0.4148                -
after global placement          224        0.4605           0.4184     0.4329            22.88
after detailed placement        224        0.4771           0.3550     0.4325            22.88
after CTS                       228        0.4980           0.4096     0.6631            23.63
after global routing            228        0.5326           0.2768     0.6793            23.63
final                           228        0.4931           0.4146     0.6541            23.63
Power figures rest on the tool's default switching activity, not on a simulated workload.
